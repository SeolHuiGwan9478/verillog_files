==> flow/design.v <==
module JK_FF_RESET(Q,J,K,CLK,RESET);
input J,K,CLK,RESET;
output Q;
reg Q;
always @(posedge CLK)
begin
	if(RESET == 1)
		Q = 0;
	else
	begin
		case({J,K})
		2'b00: Q = Q;
		2'b01: Q = 0;
		2'b10: Q = 1;
		2'b11: Q = ~Q;
		endcase
	end
end
endmodule
module SYNC_CNT(COUNT,RSTN, CLK, Q0, Q1, Q2);
	input RSTN, CLK, COUNT;
	output Q0, Q1, Q2;
	JK_FF_RESET JK1(Q0,COUNT,COUNT,CLK,RSTN);
	JK_FF_RESET JK2(Q1,Q0,Q0,CLK,RSTN);
	JK_FF_RESET JK3(Q2,(Q1&Q0),(Q1&Q0),CLK,RSTN);
endmodule
module counter_mux_7(RSTN,CLK,COUNT,SEG_COM, SEG_DATA);
input RSTN, CLK, COUNT;
output [7:0]SEG_COM;
output [6:0]SEG_DATA;
wire [2:0]SEL;
SYNC_CNT SC(COUNT, RSTN, CLK, SEL[0],SEL[1],SEL[2]);
reg [7:0]SEG_COM;
reg [6:0]SEG_DATA;
wire [6:0]DATA_A, DATA_B, DATA_C, DATA_D;
wire [6:0]DATA_E, DATA_F, DATA_G, DATA_H;
assign DATA_A = 7'b1111110;
assign DATA_B = 7'b0110000;
assign DATA_C = 7'b1101101;
assign DATA_D = 7'b1111001;
assign DATA_E = 7'b0110011;
assign DATA_F = 7'b1011011;
assign DATA_G = 7'b1011111;
assign DATA_H = 7'b1110000;
always @(SEL)  
begin
	case(SEL)
		3'b000: SEG_COM = 8'b01111111;
		3'b001: SEG_COM = 8'b10111111;
		3'b010: SEG_COM = 8'b11011111;
		3'b011: SEG_COM = 8'b11101111;
		3'b100: SEG_COM = 8'b11110111;
		3'b101: SEG_COM = 8'b11111011;
		3'b110: SEG_COM = 8'b11111101;
		3'b111: SEG_COM = 8'b11111110;
	endcase
end
always @(SEL)  
begin
	case(SEL)
		3'b000: SEG_DATA = DATA_A;
		3'b001: SEG_DATA = DATA_B;
		3'b010: SEG_DATA = DATA_C;
		3'b011: SEG_DATA = DATA_D;
		3'b100: SEG_DATA = DATA_E;
		3'b101: SEG_DATA = DATA_F;
		3'b110: SEG_DATA = DATA_G;
		3'b111: SEG_DATA = DATA_H;
	endcase
end
endmodule
==> flow/run.sh <==
#!/bin/bash
# OpenROAD 26Q1-2900-gdf79404cd8, Yosys 0.63+post, stock flow scripts
make -C /OpenROAD-flow-scripts/flow DESIGN_CONFIG=/design/flow/config.mk WORK_HOME=/design/flow/orfs finish
==> flow/config.mk <==
export PLATFORM = sky130hd
export DESIGN_NAME = counter_mux_7
export DESIGN_NICKNAME = counter_mux_7
export VERILOG_FILES = /design/flow/design.v
export SDC_FILE = /design/flow/constraint.sdc
export NUM_CORES = 4
export LEC_CHECK = 1
export CORE_AREA = 10 10 70 70
export DIE_AREA = 0 0 80 80
==> flow/constraint.sdc <==
current_design counter_mux_7

set clk_period 1.4
set clk_io_pct 0.2

create_clock -name clk0 -period $clk_period [get_ports {CLK}]

set non_clock_inputs [all_inputs -no_clocks]
set_input_delay [expr $clk_period * $clk_io_pct] -clock clk0 $non_clock_inputs
set_output_delay [expr $clk_period * $clk_io_pct] -clock clk0 [all_outputs]
==> results.json <==
{
  "final-setup-viol-count": 9,
  "yosys.area.top_type": "ha_1",
  "post-route-drc-count": 0,
  "postSynthAreaPerCell_um2": 8.657,
  "worst_ep_arrival_time_ns": 1.25,
  "leakagePower_uw": 0.0003359,
  "global_route.usage.total": 0.03774,
  "power.density_cell_area_mw_per_mm2": 593.1,
  "placementRows": 21,
  "io_pins": 18,
  "ant_nets": 0,
  "report.final.hold_viol_count": 0,
  "layout-drive-gt1-share": 0.7949,
  "die_h_um": 80,
  "critPathRequiredTime_ns": 1.12,
  "tritoncts": "done",
  "grt_pass1_vias": 442,
  "post-synth-top-area-fraction": 0.3125,
  "clk_pin_slew_ns": 0.04,
  "clock_path_buffers": 2,
  "drt_wl_total_um": 1136,
  "fp-utilization": 0.09377,
  "r2r.worst_path.cells": 8,
  "post_synth_num_cell_types": 17,
  "clock-skew-final_ns": 0.00006667,
  "numCtsBuffers": 3,
  "core_ar_mm2": 0.003416,
  "crit_path_start_kind": "register",
  "wl_per_cell_um": 9.161,
  "timing.critical_path.to_type": "output pin",
  "clk_latency_ns": 0.23,
  "openroad.warnings": 34,
  "cts_htree_levels": 1,
  "drt_iter0_markers": 6,
  "syn2layout_area_growth_pct": 148.8,
  "peakVddDrop_uv": 181.5,
  "ctsRootBufferMaster": "clkbuf_4",
  "placed_cells": 111,
  "synthesis.instances": 37,
  "holdPathStages": 2,
  "synthTopCellsByArea": "ha_1, dfxtp_1, nand2_1",
  "total_power_draw_uw": 472.7,
  "period_minus_slack_ns": 1.532,
  "yosys_register_bits": 3,
  "diodes": 0,
  "cts-hold-fix-buffers": 0,
  "die_width_um": 80,
  "grt_pass1_wl_um": 2028,
  "rsz0062_at_grt": "true",
  "timing.final.ws_setup_ns": -0.1318,
  "ys_chip_area_um2": 320.3,
  "total_number_of_yosys_warnings": 2,
  "synth_area_um2": 320.3,
  "slew_headroom": 0.9202,
  "synth_stat.cells": 37,
  "replace_congestion": 0.7737,
  "crit_path_max_fanout": 4,
  "grt_start_max_net_pins": 8,
  "violations": "setup timing",
  "report.final.slew_viol_count": 0,
  "initial_antenna_violation_count": 0,
  "outcome": "finished with violations",
  "route.vias.total": 396,
  "min_period_over_period": 1.094,
  "place.port_buffers": 17,
  "dpl.hpwl_um": 819.7,
  "tightest_slew_ns": 0.1164,
  "detail_route.first_pass.iterations": 3,
  "instances_no_fill": 124,
  "worstSetupPathType": "reg -> out",
  "timing.fmax_mhz": 652.8,
  "vias_per_cell": 3.194,
  "globalRoute.totalOverflow": 0,
  "clock_sink_count": 3,
  "holdCritPathClass": "in -> reg",
  "drv.max_cap_violation_count": 0,
  "postSynthSeqShare": 0.1875,
  "floorplan_die_area_mm2": 0.006400
}
-- worst max-delay path: stages, from the launching register on --
cell and delay, ns:
dfxtp_4 0.37, inv_4 0.05, buf_6 0.11, buf_6 0.11, ha_4 0.15, nand2b_4 0.07, nand2b_1 0.05, buf_2 0.11
-- Yosys cell counts, drive strengths merged --
cell type  number
inv             3
mux2i           1
a21boi          1
nand2           8
buf             2
ha              8
o21a            1
o21ai           1
nor2            3
nand2b          3
dfxtp           3
xnor2           2
and2            1
-- cell usage in the layout, fill, tap and decap left out, drive strengths merged --
cell type | netlist | layout
a21boi | 1 | 1
and2 | 1 | 1
buf | 2 | 37
clkbuf | 0 | 4
clkdlybuf4s50 | 0 | 2
dfxtp | 3 | 3
ha | 8 | 8
inv | 3 | 3
mux2i | 1 | 1
nand2 | 8 | 8
nand2b | 3 | 3
nor2 | 3 | 3
o21a | 1 | 1
o21ai | 1 | 1
xnor2 | 2 | 2
-- what timing repair did --
item                                    in CTS  in global routing
pin swaps                                   10                  4
buffers inserted                             8                  1
gates resized                               84                  1
endpoints found under the hold margin        0                  0
endpoints found under the setup margin      15                 12
-- logic make-up (layout without fill, tap and decap cells) --
logic type	Yosys count	count (layout)	synth area share
compound gates	3	3	0.07424
xor+xnor	2	2	0.05470
fa+ha+maj	8	8	0.3125
buf+inv	5	46	0.09375
flops	3	3	0.1875
mux	1	1	0.03125
simple gates	15	15	0.2461
-- cell type report --
| class | count | area, um2 |
|---|---|---|
| fill | 363 | 2619 |
| multi-input combinational | 29 | 316.6 |
| timing repair buffer | 39 | 311.5 |
| sequential | 3 | 68.82 |
| tap | 46 | 57.56 |
| clock buffer | 4 | 26.28 |
| inverter | 3 | 16.27 |
-- registers in the layout, summed over array words and instances, names as in the netlist --
| register | cells |
|---|---|
| SC.JK1.Q | 1 |
| SC.JK2.Q | 1 |
| SC.JK3.Q | 1 |
-- per-stage QoR --
| stage | hold slack, ns | worst slack (ns) | utilization | TNS [ns] | instance area, um2 |
|---|---|---|---|---|---|
| 4_1_cts | 0.6354 | -0.1435 | 0.2304 | -0.7053 | 787.0 |
| 5_1_grt | 0.6764 | -0.1874 | 0.2333 | -1.068 | 797.0 |
| 6_report | 0.6417 | -0.1318 | 0.2333 | -0.5512 | 797.0 |
| 3_3_place_gp | 0.6346 | -0.2074 | 0.1835 | -2.199 | 626.9 |
| 2_1_floorplan | 0.3524 | 0.1419 | - | 0 | 320.3 |
| 3_5_place_dp | 0.6743 | -0.2294 | 0.1835 | -2.487 | 626.9 |
-- power by group --
group	internal, uW	total [uW]	leakage [uW]	switching (uW)
Combinational	141	219	0.000294	77.8
Clock	107	155	0.0000150	47.8
Sequential	91.0	99.4	0.0000264	8.41
-- per-layer routing --
metal / global-route usage / up-vias / part of all wire
met1: 0.04053 / 182 / 0.38
li1: - / 195 / -
met4: 0.005282 / 0 / 0.012
met2: 0.06260 / 15 / 0.46
met3: 0.02386 / 4 / 0.15
met5: 0 / - / 0
-- path summary, 6_finish.rpt --
path,startpoint,to,slack [ns]
max,SC.JK1.Q,SEG_DATA[2],-0.13
min,RSTN,SC.JK1.Q,0.64
max reg2reg,SC.JK2.Q,SC.JK2.Q,0.06
min reg2reg,SC.JK3.Q,SC.JK3.Q,0.71
No activity file was given, so power comes from the tool's default toggle rates.
