File: design/flow/design.v
module MUX_SEG(SEL, SEG_COM, SEG_DATA);
input [2:0]SEL;
output [7:0]SEG_COM;
output [6:0]SEG_DATA;
reg [7:0]SEG_COM;
reg [6:0]SEG_DATA;
wire [6:0]DATA_A, DATA_B, DATA_C, DATA_D;
wire [6:0]DATA_E, DATA_F, DATA_G, DATA_H;
assign DATA_A = 7'b1111110;
assign DATA_B = 7'b0110000;
assign DATA_C = 7'b1101101;
assign DATA_D = 7'b1111001;
assign DATA_E = 7'b0110011;
assign DATA_F = 7'b1011011;
assign DATA_G = 7'b1011111;
assign DATA_H = 7'b1110000;
always @(SEL)  
begin
	case(SEL)
		3'b000: SEG_COM = 8'b01111111;
		3'b001: SEG_COM = 8'b10111111;
		3'b010: SEG_COM = 8'b11011111;
		3'b011: SEG_COM = 8'b11101111;
		3'b100: SEG_COM = 8'b11110111;
		3'b101: SEG_COM = 8'b11111011;
		3'b110: SEG_COM = 8'b11111101;
		3'b111: SEG_COM = 8'b11111110;
	endcase
end
always @(SEL)  
begin
	case(SEL)
		3'b000: SEG_DATA = DATA_A;
		3'b001: SEG_DATA = DATA_B;
		3'b010: SEG_DATA = DATA_C;
		3'b011: SEG_DATA = DATA_D;
		3'b100: SEG_DATA = DATA_E;
		3'b101: SEG_DATA = DATA_F;
		3'b110: SEG_DATA = DATA_G;
		3'b111: SEG_DATA = DATA_H;
	endcase
end
endmodule
File: design/flow/run.sh
#!/bin/bash
# OpenROAD 26Q1-2900-gdf79404cd8, Yosys 0.63+post, stock flow scripts
make -C /OpenROAD-flow-scripts/flow DESIGN_CONFIG=/design/flow/config.mk WORK_HOME=/design/flow/orfs finish
File: design/flow/config.mk
export PLATFORM = sky130hd
export DESIGN_NAME = MUX_SEG
export DESIGN_NICKNAME = MUX_SEG
export VERILOG_FILES = /design/flow/design.v
export SDC_FILE = /design/flow/constraint.sdc
export NUM_CORES = 4
export LEC_CHECK = 1
export CORE_AREA = 10 10 70 70
export DIE_AREA = 0 0 80 80
File: design/flow/constraint.sdc
current_design MUX_SEG

set clk_period 1.2
set clk_io_pct 0.2

create_clock -name clk0 -period $clk_period

set non_clock_inputs [all_inputs -no_clocks]
set_input_delay [expr $clk_period * $clk_io_pct] -clock clk0 $non_clock_inputs
set_output_delay [expr $clk_period * $clk_io_pct] -clock clk0 [all_outputs]
==> run_results.csv <==
group,metric,value,unit
global_route,grt_max_degree,8,
drt,vias_per_cell,2.49,
critical_path,arrival,0.94,ns
synthesis,logic_family,"adder cells",
final_layout,n_sequential_cell,0,
run,warning_count,39,
min_path,holdPathEnd,"SEG_DATA[6]",
global_route,grt_usage,0.0222,
final_layout,logic_area,255,µm²
sta,setup-tns-final,0,ns
sta,maxSlewHeadroom,0.929,
final_layout,clkbuf_count,0,
drt,vias,247,
final_layout,stdcell_count,99,
placement,hpwl,673,µm
placement,place.port_buffers,18,
synthesis,syn_avg_cell_area,6.79,µm²
synthesis,ys_sh_aoi,0.0789,
drt,drc,0,
sta,fin_ws,0.0199,ns
critical_path,path_max_fanout,3,
global_route,overflow,0,
floorplan,floorplan.core_util,0.0557,
synthesis,yosys.area_share.simple,0.349,
synthesis,netlist_area,190,µm²
drt,antenna-diode-count,0,
synthesis,synth_area_leader_cell,"ha_1",
min_path,hp-class,"in2out",
synthesis,ys_seq_frac,0,
synthesis,yosys-stat-area,190,µm²
final_layout,area_growth,196,%
placement,dpl_worst_slack,-0.809,ns
critical_path,cp-startpoint,"SEL[1]",
sta,min_period,1.18,ns
final_layout,post_route_cells_drive_above_1_share,0.660,
floorplan,die_area,6400,µm²
floorplan,core_area,3420,µm²
synthesis,synthXorXnorAreaFrac,0,
synthesis,area_leaders,"ha_1 (39%), nand2b_1 (20%), nand2_1 (12%)",
synthesis,yosys-top-cells-count,"ha_1 (6), nand2_1 (6), nand2b_1 (6)",
critical_path,worstSetupPathType,"in2out",
global_route,antenna_found_initial,0,
synthesis,synthCells,28,
synthesis,synth_cell_type_count,9,
drt,firstDrtPassIters,3,
drt,drt-initial-drc-count,2,
min_path,min_path_cells,3,
sta,finalCritPeriodShare,0.983,
pwr,p_leak,0.235,nW
run,maxCapViolations,0,
placement,place_congestion,0.710,
min_path,min_from,"SEL[2]",
sta,fin_hold_ws,0.757,ns
floorplan,num_io_pins,18,
floorplan,num_rows,21,
floorplan,die_h,80,µm
synthesis,adder_share,0.395,
status,status,"complete, no violations",
synthesis,mux_area_frac,0,
drt,routed_wl,787,µm
sta,hold_viol,0,
sta,setup_viol_count_final,0,
synthesis,ys_cells,28,
drt,wl_per_cell,7.95,µm
placement,dp_cells,96,
sta,rsz0062_at_grt,"yes",
floorplan,fp.dieW,80,µm
global_route,grt_pass1_wl,1170,µm
critical_path,cp-end-kind,"primary output",
global_route,grt_pass1_vias,246,
placement,dpl-instance-area,454,µm²
final_layout,seqCellArea,0,µm²
pwr,power,147,µW
critical_path,start_kind,"input pin",
sta,max_freq,0.847,GHz
drt,ant_nets,0,
critical_path,required,0.96,ns
clocking,ctsHoldBuffers,0,
final_layout,fillCellCount,381,
synthesis,yosysWarnings,1,
sta,worst_pin_slew,0.105,ns
final_layout,final_core_util,0.165,
pwr,power_density,262,nW/µm²
pwr,peakVddDrop,0.0422,mV
sta,drv_slew,0,
synthesis,top_area_frac,0.395,
final_layout,stdcell_area,563,µm²
-- critical path, cell delays in order --
cell      delay (ns)
buf_8           0.11
inv_8           0.06
buf_6           0.10
ha_4            0.13
nand2b_4        0.06
buf_6           0.11
nand2b_1        0.05
buf_2           0.09
-- cell families (layout without fill, tap and decap cells) --
kind of cell / after synthesis / count (layout)
buffers and inverters: 6 / 31
adders and majority gates: 6 / 6
AOI/OAI and AO/OA: 3 / 3
and+or+nand+nor: 13 / 13
-- timing repair --
item	CTS	global route
pin swaps	4	2
gates resized	77	6
gates cloned	0	0
buffers inserted	3	0
setup endpoints to repair	15	5
-- worst max-delay path by stage --
| stage | end | depth (start not counted) |
|---|---|---|
| after CTS | SEG_DATA[1] | 6 |
| final | SEG_DATA[2] | 8 |
| after global routing | SEG_DATA[2] | 8 |
-- cell type report --
cell class                      instances  share of cell area
Tap cell                               46               0.102
Timing Repair Buffer                   27               0.396
Inverter                                4              0.0489
Multi-Input combinational cell         22               0.453
-- cells in the final DEF (no fill, tap or decap), types with 2 or more instances in the layout --
cell / count
clkbuf_2: 3
buf_2: 7
buf_8: 2
buf_4: 4
ha_4: 5
inv_1: 2
nand2_1: 5
nand2b_1: 3
nand2b_4: 3
buf_6: 6
dlygate4sd2_1: 4
-- routing by layer --
metal  vias to the layer above  track usage  part of all wire
li1                        135            -                 -
met1                       103       0.0218              0.38
met2                         9       0.0474              0.53
met3                         0      0.00455             0.093
met4                         0            0                 0
met5                         -            0                 0
-- power by group --
group,internal [mW],switching [mW]
sequential,0,0
combinational,0.0904,0.0570
clock,0,0
total,0.0904,0.0570
No activity file was given, so power comes from the tool's default toggle rates.
